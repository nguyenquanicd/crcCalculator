===== config.mk =====
export PLATFORM = sky130hd
export DESIGN_NAME = crcParallel
export DESIGN_NICKNAME = crcParallel
export VERILOG_FILES = /design/flow/design.v
export SDC_FILE = /design/flow/constraint.sdc
export NUM_CORES = 4
export LEC_CHECK = 1
export CORE_UTILIZATION = 40

===== constraint.sdc =====
current_design crcParallel

set clk_period 19.7
set clk_io_pct 0.2

create_clock -name clk0 -period $clk_period [get_ports {clk}]

set non_clock_inputs [all_inputs -no_clocks]
set_input_delay [expr $clk_period * $clk_io_pct] -clock clk0 $non_clock_inputs
set_output_delay [expr $clk_period * $clk_io_pct] -clock clk0 [all_outputs]

===== design.v =====
module crcParallel (
   clk,
   rstN,
   ctrlEn,
   dataIn,
   GenPoly,
   crcSeq,
   crcReady
   );
  parameter CRC_WIDTH = 8;
  parameter DWIDTH    = 16;
  parameter TMP_WIDTH = DWIDTH*CRC_WIDTH;
  input clk;
  input rstN;
  input ctrlEn;
  input [DWIDTH-1:0] dataIn;
  input [CRC_WIDTH-1:0] GenPoly;
  output reg [CRC_WIDTH-1:0] crcSeq;
  output reg crcReady;
  reg [DWIDTH-1:0] dataInReg;
  reg [CRC_WIDTH-1:0] GenPolyReg;
  wire [TMP_WIDTH-1:0]  subCrc;
  wire [DWIDTH+CRC_WIDTH-1:0] dataInCal;
  always @ (posedge clk) begin
    if (ctrlEn) begin
      GenPolyReg[CRC_WIDTH-1:0] <= GenPoly[CRC_WIDTH-1:0];
      dataInReg[DWIDTH-1:0]   <= dataIn[DWIDTH-1:0];
    end
  end
  assign dataInCal[DWIDTH+CRC_WIDTH-1:0] =
         {dataInReg[DWIDTH-1:0], {CRC_WIDTH{1'b0}}};
  always @ (posedge clk, negedge rstN) begin
    if (~rstN)
      crcReady <= 1'b1;
    else if (ctrlEn)
      crcReady <= 1'b0;
    else
      crcReady <= 1'b1;
  end
  generate
    genvar i;
    assign subCrc[TMP_WIDTH-1:(TMP_WIDTH-1)-(CRC_WIDTH-1)]
           = dataInCal[DWIDTH+CRC_WIDTH-1]?
             dataInCal[DWIDTH+CRC_WIDTH-2:(DWIDTH+CRC_WIDTH-1)-(CRC_WIDTH-1)-1] ^ GenPolyReg[CRC_WIDTH-1:0]
           : dataInCal[DWIDTH+CRC_WIDTH-2:(DWIDTH+CRC_WIDTH-1)-(CRC_WIDTH-1)-1];
    for (i=1; i < DWIDTH; i=i+1) begin: CrcCal
      assign subCrc[TMP_WIDTH-1-(i*CRC_WIDTH):(TMP_WIDTH-1)-(i*CRC_WIDTH)-(CRC_WIDTH-1)]
              = subCrc[TMP_WIDTH-1-(i-1)*CRC_WIDTH]? 
                  {subCrc[(TMP_WIDTH-1)-((i-1)*CRC_WIDTH)-1:(TMP_WIDTH-1)-(i*CRC_WIDTH-1)],
                  dataInCal[(DWIDTH+CRC_WIDTH-1)-CRC_WIDTH-i]} ^ GenPolyReg[CRC_WIDTH-1:0]
                : {subCrc[(TMP_WIDTH-1)-((i-1)*CRC_WIDTH)-1:(TMP_WIDTH-1)-(i*CRC_WIDTH-1)],
                dataInCal[(DWIDTH+CRC_WIDTH-1)-CRC_WIDTH-i]};
    end
  endgenerate
  always @ (posedge clk, negedge rstN) begin
    if (~rstN)
      crcSeq[CRC_WIDTH-1:0] <= {CRC_WIDTH{1'b0}};
    else if (~crcReady)
      crcSeq[CRC_WIDTH-1:0] <= subCrc[CRC_WIDTH-1:0];
  end
  function integer clog2; 
    input integer value; 
	  integer i;
    begin 
      clog2 = 0;
      for(i = 0; 2**i < value; i = i + 1) 
        clog2 = i + 1; 
      end
  endfunction
endmodule

===== run.sh =====
#!/bin/bash
# OpenROAD 26Q1-2900-gdf79404cd8, Yosys 0.63+post, stock flow scripts
make -C /OpenROAD-flow-scripts/flow DESIGN_CONFIG=/design/flow/config.mk WORK_HOME=/design/flow/orfs finish

==> flow_metrics.tcl <==
# implementation run metrics
set metrics [dict create \
    status "finished, final reports clean" \
    gp_congestion 0.917 \
    yosysTopAreaCell "edfxtp_1" \
    ff2ff_path_depth 22 \
    worst_pin_slew_ns 0.871 \
    setup_viol 0 \
    numSynthFlops 33 \
    ys_cells 608 \
    clock_path_buffers 2 \
    logic_area_sq_um 3830 \
    maxSlewViolCount 0 \
    first_pass_iters 4 \
    synth_top_flop_cell "edfxtp_1" \
    tns_ns 0 \
    final_layout_top_logic_cells "nand2_1, nor2_1, xnor2_1, clkdlybuf4s50_1, a21oi_1" \
    mux_share_pct 1.21 \
    die_x_um 115 \
    syn_area_sq_um 5070 \
    dpl.hpwl_mm 10.5 \
    area_leaders "edfxtp_1, xnor2_1, nand2_1" \
    fmax_ghz 0.119 \
    grt_pass1_wl_mm 24.6 \
    syn_to_final_growth_pct 10.6 \
    async_reset_ff_share_pct 27.3 \
    crit_required_ns 19.90 \
    finalHoldViolations 0 \
    ctsResizeCount 0 \
    clk_pin_slew_ns 0.05 \
    vias_per_cell 6.23 \
    cts-hold-fix-buffers 0 \
    whs_path_depth 2 \
    grt_setup_unrepaired "false" \
    clkSinkCount 33 \
    finalNonFillerCells 781 \
    vias 4862 \
    ys_seq_share_pct 18.7 \
    fin_crit_sh_pct 42.7 \
    crit_path_end_kind "register" \
    clock_latency_ns 0.28 \
    cp_cell_sequence "buf_4 > nand2_1 > o211a_4 > xor2_2 > o32ai_2 > xor2_2 > o211ai_1 > a311oi_2 > or2_1 > o211ai_1 > a31oi_2 > a2bb2oi_4 > mux2_4 > or3_1 > a311oi_2 > nor4_4 > o211ai_1 > a2111oi_0 > a221oi_1 > nand4_1 > or4_1 > a31oi_1" \
    log.warning_count 25 \
    finalWirelength_mm 14.9 \
    post-route-min-period_ns 8.42 \
    detail-route-antenna-nets 0 \
    max_stage_delay_ns 0.72 \
    crit_top_cell "o211ai_1" \
    drive_gt1_share_pct 11.4 \
    die_y_um 115 \
    avgRoutedWirePerCell_um 19.1 \
    htree_num_levels 2 \
    worstPathArrival_ns 8.62 \
    cts_tree "done" \
    grt_pass1_vias 4507 \
    dieArea_sq_um 13100 \
    drc 0 \
    maxSlewHeadroom_pct 41.9 \
    drt_iter0_markers 394 \
    top_area_share_pct 14.2 \
    fp-utilization_pct 41.7 \
    cap_violations 0 \
    dp.cells 773 \
    ios 36 \
    yosysWarnings 1 \
    crit_fanout 70 \
    r2r_setup_slack_ns 11.28 \
    cts_setup_buffers 0 \
    xor_share_pct 18.2 \
    startpoint_type "register" \
    antenna_found_initial 0 \
    core_area_sq_um 12200 \
    synth_cell_types 106 \
    root_buffer "clkbuf_16" \
    antenna_cells 0 \
    yosysChipArea_sq_um 5070 \
    adder_share_pct 0 \
    hp-class "reg2reg" \
    critPathKind "reg2reg" \
    port_buffers 35 \
    lay_top_count "nand2_1" \
    edf_count 24 \
    synth-simple-area-share_pct 25.0 \
    grt_max_degree 71 \
    aoi_share_pct 31.2 \
    grt.total_usage_pct 24.8 \
    avgSynthCellArea_sq_um 8.33 \
    fin_worst_skew_ns 0.00486 \
    cp_slowest_cell "o211ai_1" \
    syn_inst 608 \
    numCtsBuffers 5 \
    seqCellArea_sq_um 947 \
    logic_family "AND-OR/OR-AND gates" \
    fillers 1154 \
    row_count 40 \
    overflow 0 \
]
==> logic make-up (layout without fill, tap and decap cells) <==
family | count (synthesis) | count (layout)
flops | 33 | 33
compound gates | 197 | 197
mux | 5 | 5
buf+inv | 60 | 65
simple gates | 237 | 237
xor+xnor | 76 | 76
==> Yosys cell counts (all sizes together) (12+ instances only) <==
library cell   n
edfxtp        24
nand3         24
xnor2         48
o21ai         28
o211ai        16
nand4         12
a211oi        22
clkbuf        23
buf           24
nor2          44
a21oi         30
nor3          12
nand2         73
xor2          16
==> critical path, delay by kind of cell (launching register included) <==
kind            cells  cell delay (ns)
mux                 1             0.34
flops               1             0.31
xor+xnor            2             1.19
buf+inv             1             0.56
simple gates        6             1.93
compound gates     12             3.96
==> state kept, by name (all words and copies together), names as in the netlist <==
| signal | flops |
|---|---|
| dataInReg | 16 |
| GenPolyReg | 8 |
| crcSeq | 8 |
| crcReady | 1 |
==> routing by layer <==
metal | wire (um) | vias up | GRT usage (%)
li1 | - | 2349 | -
met1 | 7130 | 2304 | 39.0
met2 | 6510 | 184 | 36.8
met3 | 972 | 25 | 3.61
met4 | 272 | 0 | 5.45
met5 | 0 | - | 0
==> layout make-up <==
class	instances	share of cell area (%)
Clock buffer	7	2.55
Timing Repair Buffer	44	7.46
Inverter	13	0.871
Clock inverter	1	0.134
Multi-Input combinational cell	515	68.3
Tap cell	168	3.75
Sequential cell	33	16.9
==> path summary, 6_finish.rpt <==
kind                                from   endpoint
max                        GenPolyReg[7]  crcSeq[3]
min                            crcSeq[6]  crcSeq[6]
max reg2reg                GenPolyReg[7]  crcSeq[3]
min reg2reg                    crcSeq[6]  crcSeq[6]
max in group asynchronous           rstN   crcReady
min in group asynchronous           rstN  crcSeq[5]
==> per-stage QoR <==
step | util, % | setup WS, ns | hold slack [ns] | cell area, sq um
after detailed placement | 44.8 | 11.53 | 0.474 | 5450
after floorplan | - | 13.13 | 0.426 | 5070
after global placement | 44.8 | 11.68 | 0.466 | 5450
final | 46.1 | 11.28 | 0.482 | 5600
after global routing | 46.1 | 10.61 | 0.519 | 5600
after CTS | 46.1 | 11.46 | 0.492 | 5600
