==> /design/flow/design.v <==
module crcParallelCrcW (
   clk,
   rstN,
   ctrlEn,
   dataIn,
   GenPoly,
   crcSeq,
   crcReady
   );
  parameter CRC_WIDTH = 8;
  parameter DWIDTH    = 32;
  parameter CALWIDTH  = CRC_WIDTH;
  parameter CALNUM  = DWIDTH/CALWIDTH;
  parameter COUNTERW  = clog2(CALNUM);
  parameter TMP_WIDTH = CALWIDTH*CRC_WIDTH;
  input clk;
  input rstN;
  input ctrlEn;
  input [DWIDTH-1:0] dataIn;
  input [CRC_WIDTH-1:0] GenPoly;
  output reg [CRC_WIDTH-1:0] crcSeq;
  output reg crcReady;
  reg [DWIDTH-1:0] dataInReg;
  reg [CRC_WIDTH-1:0] GenPolyReg;
  wire [TMP_WIDTH-1:0]  subCrc;
  wire [CALWIDTH+CRC_WIDTH-1:0] dataInCal;
  reg [COUNTERW-1:0] shiftCounter;
  wire setReady;
  wire [CALWIDTH-1:0] xorInput;
  always @ (posedge clk) begin
    if (ctrlEn)
      GenPolyReg[CRC_WIDTH-1:0] <= GenPoly[CRC_WIDTH-1:0];
  end
  always @ (posedge clk) begin
    if (ctrlEn)
      dataInReg[DWIDTH-1:0] <= dataIn[DWIDTH-1:0];
    else if (~crcReady)
      dataInReg[DWIDTH-1:0] <= dataInReg[DWIDTH-1:0] << CRC_WIDTH;
  end
  assign xorInput[CALWIDTH-1:0] = dataInReg[DWIDTH-1:DWIDTH-CALWIDTH] ^ crcSeq[CRC_WIDTH-1:0];
  assign dataInCal[CALWIDTH+CRC_WIDTH-1:0] =
         {xorInput[CALWIDTH-1:0], {CRC_WIDTH{1'b0}}};
  always @ (posedge clk, negedge rstN) begin
    if (~rstN)
      shiftCounter[COUNTERW-1:0] <= {COUNTERW{1'b0}};
    else if (crcReady)
      shiftCounter[COUNTERW-1:0] <= {COUNTERW{1'b0}};
    else
      shiftCounter[COUNTERW-1:0] <= shiftCounter[COUNTERW-1:0] + 1'b1;
  end
  assign setReady = (shiftCounter[COUNTERW-1:0] == (CALNUM-1));
  always @ (posedge clk, negedge rstN) begin
    if (~rstN)
      crcReady <= 1'b1;
    else if (ctrlEn)
      crcReady <= 1'b0;
    else if (setReady)
      crcReady <= 1'b1;
  end
  generate
    genvar i;
    assign subCrc[TMP_WIDTH-1:(TMP_WIDTH-1)-(CRC_WIDTH-1)]
           = dataInCal[CALWIDTH+CRC_WIDTH-1]?
             dataInCal[CALWIDTH+CRC_WIDTH-2:(CALWIDTH+CRC_WIDTH-1)-(CRC_WIDTH-1)-1] ^ GenPolyReg[CRC_WIDTH-1:0]
           : dataInCal[CALWIDTH+CRC_WIDTH-2:(CALWIDTH+CRC_WIDTH-1)-(CRC_WIDTH-1)-1];
    for (i=1; i < CALWIDTH; i=i+1) begin: CrcCal
      assign subCrc[TMP_WIDTH-1-(i*CRC_WIDTH):(TMP_WIDTH-1)-(i*CRC_WIDTH)-(CRC_WIDTH-1)]
              = subCrc[TMP_WIDTH-1-(i-1)*CRC_WIDTH]? 
                  {subCrc[(TMP_WIDTH-1)-((i-1)*CRC_WIDTH)-1:(TMP_WIDTH-1)-(i*CRC_WIDTH-1)],
                  dataInCal[(CALWIDTH+CRC_WIDTH-1)-CRC_WIDTH-i]} ^ GenPolyReg[CRC_WIDTH-1:0]
                : {subCrc[(TMP_WIDTH-1)-((i-1)*CRC_WIDTH)-1:(TMP_WIDTH-1)-(i*CRC_WIDTH-1)],
                dataInCal[(CALWIDTH+CRC_WIDTH-1)-CRC_WIDTH-i]};
    end
  endgenerate
  always @ (posedge clk, negedge rstN) begin
    if (~rstN)
      crcSeq[CRC_WIDTH-1:0] <= {CRC_WIDTH{1'b0}};
    else if (ctrlEn)
      crcSeq[CRC_WIDTH-1:0] <= {CRC_WIDTH{1'b0}};
    else if (~crcReady)
      crcSeq[CRC_WIDTH-1:0] <= subCrc[CRC_WIDTH-1:0];
  end
  function integer clog2; 
    input integer value; 
	  integer i;
    begin 
      clog2 = 0;
      for(i = 0; 2**i < value; i = i + 1) 
        clog2 = i + 1; 
      end
  endfunction
endmodule  
==> /design/flow/run.sh <==
#!/bin/bash
# OpenROAD 26Q1-2900-gdf79404cd8, Yosys 0.63+post, stock flow scripts
make -C /OpenROAD-flow-scripts/flow DESIGN_CONFIG=/design/flow/config.mk WORK_HOME=/design/flow/orfs finish
==> /design/flow/config.mk <==
export PLATFORM = sky130hd
export DESIGN_NAME = crcParallelCrcW
export DESIGN_NICKNAME = crcParallelCrcW
export VERILOG_FILES = /design/flow/design.v
export SDC_FILE = /design/flow/constraint.sdc
export NUM_CORES = 4
export LEC_CHECK = 1
export CORE_UTILIZATION = 40
==> /design/flow/constraint.sdc <==
current_design crcParallelCrcW

set clk_period 10.5
set clk_io_pct 0.2

create_clock -name clk0 -period $clk_period [get_ports {clk}]

set non_clock_inputs [all_inputs -no_clocks]
set_input_delay [expr $clk_period * $clk_io_pct] -clock clk0 $non_clock_inputs
set_output_delay [expr $clk_period * $clk_io_pct] -clock clk0 [all_outputs]
==> Slide: Implementation Results <==
Key Metrics from the Run

Worst hold path
  • Hold/Removal Path Class: reg2reg

Timing
  • Max-slew violations: 0
  • Worst Tran Pin Value: 0.915 ns
  • Final Critical Period: 4.45 ns
  • Setup violators final: 0
  • Final hold violation count: 0
  • Setup TNS: 0 ns
  • Maximum clock frequency: 225 MHz
  • Hold Slack: 0.434 ns
  • RSZ-0062 raised after global routing: no
  • Tcrit/Tclk final: 42.4%
  • Relative slew slack: 38.6%
  • Worst Skew: 0.00613 ns

Route
  • WL final: 7610 um
  • # DRC: 0
  • Wire per inst: 15.6 um
  • Antenna Cells: 0
  • ANT nets after route: 0
  • DRT Pass-1 Iters: 4
  • Vias per cell: 5.40
  • Iteration-0 DRC Markers: 92
  • Routed vias: 2,642

Worst setup path
  • Worst Path Max Fanout: 13
  • Setup crit end: crcSeq[3]
  • CP bufs+invs: 0
  • Most used cell, CP: xnor2_1
  • Worst setup path start: crcSeq[7]
  • Crit end category: flip-flop
  • Reg-to-reg startpoint: crcSeq[7]
  • FF-to-FF path depth: 12
  • Family with the most delay on the worst path: XOR/XNOR gates
  • Worst Path Arrival: 4.65 ns
  • Critical path type: reg2reg
  • FF-to-FF End: crcSeq[3]
  • Worst path depth: 12
  • CP peak stage delay: 0.75 ns
  • Crit-path cells: xor2_2 -> xnor2_1 -> o32a_1 -> o21ai_1 -> a221oi_2 -> or4_1 -> nand4_1 -> and2_1 -> o211ai_2 -> xnor2_1 -> a211oi_1 -> a2111oi_2
  • Crit path launch type: flip-flop
  • WP data required: 10.70 ns
  • Slowest cell on crit path: xnor2_1
  • Flop2flop setup slack: 6.05 ns

CTS
  • CTS Buffer Depth: 2
  • Num CTS Buffers: 5
  • Post-CTS Resized: 0
  • Clk latency late pin: 0.30 ns
  • H-tree depth: 2
  • CTS clock-pin slew for the worst setup and hold paths: 0.09 ns
  • CTS Hold Bufs: 0
  • Number of clock sinks: 51
  • CTS Root Cell: clkbuf_8
  • CTS tree: yes
  • Setup Buffers After CTS: 0

Synthesis
  • Synth cell types: 67
  • Synth area leader: edfxtp_1
  • Post-synth ARST share: 21.6%
  • Top cells, area: edfxtp_1, mux2_2, dfrtp_1
  • Synthesized flop and latch total: 51
  • Ys Warns: 1
  • Mapped cell area: 0.00359 sq mm
  • Post-Syn Instances: 340
  • Sequential area share after synthesis: 41.2%
  • Yosys cell count: 340
  • Yosys top cell area share: 33.5%
  • Count of library flops with an enable pin: 40
  • Top_reg_cell synth: edfxtp_1
  • Yosys stat area: 0.00359 sq mm
  • Avg Cell Area, Syn: 10.5 sq um

Floorplanning
  • IO Count: 52
  • Core area: 0.00872 sq mm
  • Die width: 96.7 um
  • Chip area: 0.00935 sq mm
  • Fp_density: 41.1%
  • Chip Height: 96.7 um
  • Num rows: 34

Global routing
  • GRT Overall Usage: 17.6%
  • First-pass GRT wire length: 12,800 um
  • M2 GR Usage: 27.5%
  • Initial antenna violation count: 0
  • Met1 Use GR: 28.5%
  • Most Used Layer, Global Route: met1
  • Grt ovf: 0
  • Vias in the first global route: 2,509
  • Met3 Track Usage GR: 3.01%
  • Largest net degree at the start of global routing: 50

Flow run
  • Maxcap violations: 0
  • Tool warnings: 25

Finish
  • Share of layout cells above drive strength 1: 14.2%
  • Top cell excl fill/tap: clkdlybuf4s50_1
  • Most frequently placed logic cells in the final layout: clkdlybuf4s50_1, edfxtp_1, nand2_1
  • Number of fill cells in the layout: 810
  • Design Area, Final: 0.00424 sq mm
  • Cell Count, Final, Fillers Out: 489
  • Layout area overhead: 18.1%

Placed design
  • GPL Wtd Cong: 0.910
  • PortBufs: 51
  • Post-DP Area: 0.00415 sq mm
  • HPWL after DPL: 5440 um
  • Placed cells: 481

Status
  • Status: complete, no violations
==> layout make-up <==
| cell class | count | area, sq um | area share, % |
|---|---|---|---|
| timing repair buffer | 55 | 536 | 12.6 |
| clock inverter | 3 | 15.0 | 0.355 |
| inverter | 9 | 33.8 | 0.798 |
| tap | 108 | 135 | 3.19 |
| clock buffer | 5 | 68.8 | 1.62 |
| multi-input combinational | 258 | 1970 | 46.5 |
| sequential | 51 | 1480 | 34.9 |
==> synthesized netlist by cell type (2+ instances only) <==
cell and count:
a211oi_1 4, a21o_1 2, a21oi_1 16, a221o_1 2, a31oi_1 2, a32oi_1 2
and2_1 11, and3_1 6, buf_1 4, buf_2 3, buf_6 2, clkbuf_1 12
dfrtp_1 10, edfxtp_1 40, inv_1 8, mux2_2 24, mux2i_1 2, nand2_1 39
nand2_2 2, nand3_1 9, nand4_1 4, nor2_1 16, nor2b_1 3, nor3_1 10
o211a_1 2, o211ai_1 4, o21ai_0 11, o21ai_1 4, o221ai_1 2, o311ai_1 2
o31a_1 4, or3_1 2, xnor2_1 26, xnor2_2 4, xnor3_1 8, xor2_1 6
xor2_2 2
==> worst register-to-register path: cells and delay by family, from the launching register on <==
kind | cells | cell delay, ns
compound gates | 6 | 1.25
xor+xnor | 3 | 1.59
flops | 1 | 0.46
simple gates | 3 | 1.05
==> sequential cells by signal, summed over array words and instances, names as in the netlist <==
signal and count:
dataInReg 32, GenPolyReg 8, crcSeq 8, shiftCounter 2, crcReady 1
==> cell families (layout without fill, tap and decap cells) <==
family | after synthesis | count (layout) | synth area share [%]
and+or+nand+nor | 112 | 112 | 15.6
buffers and inverters | 31 | 72 | 3.87
adders and majority gates | 1 | 1 | 0.349
DFF | 51 | 51 | 41.2
xor gates and xnor gates | 47 | 47 | 16.2
AOI/OAI and AO/OA | 72 | 72 | 14.7
muxes | 26 | 26 | 8.09
==> stage by stage <==
step / util [%] / setup slack [ns]
2_1_floorplan: - / 6.98
3_3_place_gp: 47.6 / 6.19
3_5_place_dp: 47.6 / 6.08
4_1_cts: 48.6 / 6.07
5_1_grt: 48.6 / 5.64
6_report: 48.6 / 6.05
==> metal layers <==
layer / vias up / routed length [um]
met5: - / 0
met4: 0 / 70
met3: 5 / 329
met2: 50 / 3570
met1: 1263 / 3630
li1: 1324 / -
==> worst min-delay path by stage <==
stage / depth (start not counted) / slack [ns] / start / to
4_1_cts: 1 / 0.44 / shiftCounter[0] / shiftCounter[0]
5_1_grt: 1 / 0.46 / shiftCounter[0] / shiftCounter[0]
6_report: 1 / 0.43 / shiftCounter[0] / shiftCounter[0]
